[flow/config.mk]
export PLATFORM = sky130hd
export DESIGN_NAME = Top
export DESIGN_NICKNAME = Top
export VERILOG_FILES = /design/flow/design.v
export SDC_FILE = /design/flow/constraint.sdc
export NUM_CORES = 4
export LEC_CHECK = 1
export CORE_UTILIZATION = 30
[flow/design.v]
module Deserializador (
    input logic clk,
    input logic reset,
    input logic data_in,
    input logic write_in,
    input logic ack_in,
    output logic [7:0] data_out,
    output logic data_ready,
    output logic status_out
);
    logic [7:0] buffer;
    logic [2:0] bit_count;
    typedef enum logic [1:0] {
        WAITING = 2'b00,
        RECEBA  = 2'b01,
        READY   = 2'b10
    } state_t;
    state_t state;
    always_ff @(posedge clk or posedge reset) begin
        if (reset) begin
            state       <= WAITING;
            buffer      <= 8'b0;
            bit_count   <= 3'b0;
            data_out    <= 8'b0;
            data_ready  <= 0;
            status_out  <= 0;
        end else begin
            case (state)
                WAITING: begin
                    status_out <= 0;
                    data_ready <= 0;
                    if (write_in) begin
                        buffer[0]  <= data_in;
                        bit_count  <= 3'd1;
                        state      <= RECEBA;
                    end
                end
                RECEBA: begin
                    if (write_in) begin
                        buffer[bit_count] <= data_in;
                        bit_count <= bit_count + 1;
                        if (bit_count == 3'd7) begin
                            data_out    <= {data_in, buffer[6:0]};
                            data_ready  <= 1;
                            status_out  <= 1;
                            state       <= READY;
                        end
                    end
                end
                READY: begin
                    if (ack_in) begin
                        buffer      <= 8'b0;
                        bit_count   <= 3'd0;
                        data_ready  <= 0;
                        status_out  <= 0;
                        state       <= WAITING;
                    end
                end
                default: state <= WAITING;
            endcase
        end
    end
endmodule
module Fila (
    input logic [7:0] data_in,
    input logic enqueue_in,
    input logic reset,
    input logic dequeue_in,
    input logic clock_10khz,
    output logic [7:0] len_out,
    output logic [7:0] data_out
);
    typedef enum logic [1:0] { 
        IDLE      = 2'b00,
        ENQUEUE   = 2'b01,
        DEQUEUE   = 2'b10
    } state_t;
    state_t current_state, next_state;
    logic [7:0] fila_mem [7:0];
    logic [7:0] internal_len;  
    logic [7:0] internal_data_out;  
    logic is_full;
    logic is_empty;
    always_comb begin
        is_full = (internal_len == 8);
        is_empty = (internal_len == 0);
    end
    always_comb begin
        next_state = IDLE;
        case (current_state)
            IDLE: begin
                if (enqueue_in && !is_full) begin
                    next_state = ENQUEUE;
                end else if (dequeue_in && !is_empty) begin
                    next_state = DEQUEUE;
                end else begin
                    next_state = IDLE;
                end
            end
            ENQUEUE: next_state = IDLE;
            DEQUEUE: next_state = IDLE;
        endcase
    end
    always_ff @(posedge clock_10khz or posedge reset) begin
        if (reset) begin
            current_state <= IDLE;
            internal_len <= 8'b0;
            internal_data_out <= 8'b0;
            for (int i = 0; i < 8; i++) begin
                fila_mem[i] <= 8'b0;
            end
        end else begin
            current_state <= next_state; 
            case (next_state)
                ENQUEUE: begin
                if(!is_full) begin
                    fila_mem[internal_len] <= data_in;
                    internal_len <= internal_len + 1;
                end
            end
                DEQUEUE: begin
                    internal_data_out <= fila_mem[0];
                    for (int i = 0; i < 7; i++) begin
                        fila_mem[i] <= fila_mem[i + 1];
                    end
                    fila_mem[internal_len - 1] <= 8'b0;
                    internal_len <= internal_len - 1;
                end
                IDLE: begin
                end
            endcase
        end
    end
    assign data_out = internal_data_out;
    assign len_out = internal_len;
endmodule
module Top (
    input logic clk_1MHz,
    input logic reset,
    input logic data_in,
    input logic write_in,
    input logic dequeue_in,
    output logic [7:0] fila_data_out,
    output logic [7:0] fila_len_out
);
    logic clk_100kHz;
    logic clk_10kHz;
    logic [3:0] clk_div_100kHz = 0;
    logic [6:0] clk_div_10kHz = 0;
    always_ff @(posedge clk_1MHz or posedge reset) begin
        if (reset) begin
            clk_div_100kHz <= 0;
            clk_100kHz <= 0;
        end else begin
            clk_div_100kHz <= clk_div_100kHz + 1;
            if (clk_div_100kHz == 4) begin  
                clk_100kHz <= ~clk_100kHz;
                clk_div_100kHz <= 0;
            end
        end
    end
    always_ff @(posedge clk_1MHz or posedge reset) begin
        if (reset) begin
            clk_div_10kHz <= 0;
            clk_10kHz <= 0;
        end else begin
            clk_div_10kHz <= clk_div_10kHz + 1;
            if (clk_div_10kHz == 49) begin  
                clk_10kHz <= ~clk_10kHz;
                clk_div_10kHz <= 0;
            end
        end
    end
    logic [7:0] des_data_out;
    logic des_data_ready, des_status;
    logic ack_signal;
    logic enqueue_signal;
    always_ff @(posedge clk_100kHz or posedge reset) begin
    if (reset) begin
        ack_signal <= 0;
        enqueue_signal <= 0;
    end else begin
        if (des_data_ready && !enqueue_signal && !ack_signal) begin
            enqueue_signal <= 1;   
        end else if (enqueue_signal && dut.fila.enqueue_in) begin
            enqueue_signal <= 0;    
            ack_signal <= 1;        
        end else begin
            ack_signal <= 0;
        end
    end
end
    Deserializador des (
        .clk(clk_100kHz),
        .reset(reset),
        .data_in(data_in),
        .write_in(write_in),
        .ack_in(ack_signal),
        .data_out(des_data_out),
        .data_ready(des_data_ready),
        .status_out(des_status)
    );
    Fila fila (
        .data_in(des_data_out),
        .enqueue_in(enqueue_signal),
        .reset(reset),
        .dequeue_in(dequeue_in),
        .clock_10khz(clk_10kHz),
        .len_out(fila_len_out),
        .data_out(fila_data_out)
    );
endmodule
[flow/run.sh]
#!/bin/bash
# OpenROAD 26Q1-2900-gdf79404cd8, Yosys 0.63+post, stock flow scripts
make -C /OpenROAD-flow-scripts/flow DESIGN_CONFIG=/design/flow/config.mk WORK_HOME=/design/flow/orfs finish
[flow/constraint.sdc]
current_design Top

set clk_period 3.1
set clk_io_pct 0.2

create_clock -name clk0 -period $clk_period [get_ports {clk_1MHz}]

set non_clock_inputs [all_inputs -no_clocks]
set_input_delay [expr $clk_period * $clk_io_pct] -clock clk0 $non_clock_inputs
set_output_delay [expr $clk_period * $clk_io_pct] -clock clk0 [all_outputs]
==> impl_metrics.yaml <==
# synthesis and place-and-route metrics
global_routing:
  first_global_vias: 3556
  grt_pass1_wl_um: 17400
  antenna_found_initial: 0
  met1_usage_pct: 17.3
  met3_usage_pct: 0.671
  gr-total-overflow: 0
  grt_usage_pct: 10.9
  grt_util_met2_pct: 17.5
  grt_max_degree: 84
  grt.busiest_layer: "met2"
synthesis:
  avgSynthCellArea_um2: 10.7
  edf_count: 0
  synth.cell_area_mm2: 0.00556
  synth-async-reset-ratio_pct: 100
  ys_types: 42
  yosys.stat.seqShare_pct: 53.6
  top_cells_by_area: "dfrtp_1, a21oi_1, mux2_2, mux2i_1, ha_1"
  synthCells: 517
  synth.top_cell.area_share_pct: 52.7
  yosys_warnings: 6
  yosysChipArea_mm2: 0.00556
  largest_area_cell: "dfrtp_1"
  synth-main-ff-cell: "dfrtp_1"
  ys_cells: 517
  synth_flops: 119
power:
  peakVddDrop_v: 0.000275
  p_per_area_mw_per_mm2: 82.1
  p_leak_uw: 0.00273
cells_and_area:
  final_common_cell: "dfrtp_1"
  mostFrequentLayoutCells: "dfrtp_1, a21oi_1, inv_1"
  final_layout_size_suffix_gt1_share_pct: 9.60
  fill_cells: 1767
  area_growth_pct: 9.52
placement:
  io_buffers: 20
  gp_congestion: 0.768
  hpwl_um: 7160
setup_path:
  endpoint: "clk_10kHz"
  cp.arrival_ps: 1900
  r2r_setup_slack_ps: 1270
  crit_required_ps: 3160
  critical_path_class: "flip-flop to flip-flop"
  critical_path.startpoint: "clk_div_10kHz[1]"
  cp_num_buf_inv: 1
  critPathMaxFanout: 6
  path_cells: "inv_1 > ha_1 > nand2b_1 > nor4_1 > xor2_1"
  cp-end-kind: "flip-flop"
  slowest_delay_ps: 870
  startpoint_type: "flip-flop"
  reg2reg_from: "clk_div_10kHz[1]"
  path_delay_family: "simple AND/OR/NAND/NOR gates"
  r2r_cells: 5
  cp_num_cells: 5
  timing.rr.end: "clk_10kHz"
  cp_slowest_cell: "nor4_1"
hold_path:
  hp-class: "flip-flop to flip-flop"
run:
  cap_violations: 0
  tool_warnings: 36
timing:
  unconstrained_endpoints: 122
  fmax_ghz: 0.546
  layout_min_cycle_time_ps: 1830
  worst_hold_slack_ps: 458
  unclocked_pins: 106
  clock_skew_ps: 0.779
  fin_crit_sh_pct: 59.1
  fin_tns_setup_ps: 0
  worst_slew_pin_slew_ps: 1070
  hold_violations: 0
  final-setup-viol-count: 0
  rsz0062_at_grt: "false"
  drv_slew: 0
  maxSlewHeadroom_pct: 27.9
clocking:
  cts_setup_buffers: 0
  path_clk_slew_ps: 40
  clock_tree.buffer_depth: 2
  clock-root-buffer: "clkbuf_16"
  cts_resized: 0
  clock_latency_ps: 230
  cts.htree.levels: 1
  ctsHoldBuffers: 0
  cts_buffers: 3
  cts_tree: "yes"
detailed_routing:
  wl_per_cell_um: 12.7
  ant_nets: 0
  num_vias: 3594
  drc: 0
  dr.pass1.iters: 20
  vias_per_cell: 4.73
  antennaDiodeCount: 0
  drt_iter0_drc: 146
  drt_wl_total_um: 9680
die:
  io_pins: 21
  die.size.y_um: 138
  num_rows: 49
  core_area_mm2: 0.0181
  fp.dieArea_mm2: 0.0191
  fp_util_pct: 30.7
  fp.dieW_um: 138
run_status:
  outcome: "complete, no violations"
cell usage after synthesis, types with 2 or more instances:
library cell / count
a31o_2: 4
nand3_1: 13
xor2_1: 6
buf_6: 4
a22o_1: 3
nor2_1: 39
and3_1: 3
o22ai_1: 2
nor4_1: 2
a21boi_1: 8
dfstp_2: 2
nand2b_1: 4
o21ai_0: 9
dfrtp_1: 117
mux2_2: 29
clkbuf_1: 12
nor2b_1: 22
nor3_1: 2
ha_1: 18
a21oi_1: 88
o2bb2ai_1: 2
inv_1: 46
nand2_1: 21
xnor2_1: 10
or2_2: 2
nand4b_1: 2
mux2i_1: 32
report_power, final:
| group | internal (uW) | switching, uW |
|---|---|---|
| Sequential | 171 | 0 |
| Combinational | 27.7 | 67.3 |
| Clock | 173 | 61.6 |
flip-flops by register name (all words and copies together), names as in the netlist:
name                    flops
fila.fila_mem              64
des.bit_count               3
clk_10kHz                   1
des.state                   3
des.data_out                8
des.buffer                  7
clk_div_100kHz              4
clk_div_10kHz               7
clk_100kHz                  1
fila.internal_len           8
enqueue_signal              1
fila.current_state          3
fila.internal_data_out      8
des.data_ready              1
how the worst min path moves through the flow:
stage                 startpoint   endpoint  slack [ps]  cells past startpoint
after global routing   clk_10kHz  clk_10kHz         480                      1
after CTS              clk_10kHz  clk_10kHz         460                      1
final                  clk_10kHz  clk_10kHz         460                      1
logic make-up after synthesis:
| family | count (synthesis) | synth area share, % |
|---|---|---|
| compound gates | 124 | 13.0 |
| simple gates | 116 | 10.4 |
| mux | 61 | 11.6 |
| flops | 119 | 53.6 |
| buf+inv | 63 | 4.80 |
| fa+ha+maj | 18 | 4.05 |
| xor+xnor | 16 | 2.52 |
worst register-to-register path, stage by stage, from the launching register on:
cell      delay, ps
dfrtp_1         400
inv_1            70
ha_1            130
nand2b_1         60
nor4_1          870
xor2_1          130
routing by layer:
layer	vias to the layer above	share of wire, %	wire (um)
met5	-	0	0
li1	1786	-	-
met1	1762	52	4990
met3	4	1.7	164
met4	0	1.0	98
met2	42	46	4430
area by class of cell:
type	instances	area, um^2	share of cell area (%)
inverters	46	176	2.90
well taps	229	287	4.71
flip-flops and latches	119	2980	49.0
multi-input cells	335	2310	38.0
clock buffers	4	78.8	1.30
repair buffers	27	253	4.15
through the flow:
step	total power, uW	std cells	utilization (%)	instance area, um^2	worst slack [ps]
floorplan	244	517	-	5560	1030
global placement	269	756	33.2	6010	1490
detailed placement	271	756	33.2	6010	1290
CTS	508	760	33.6	6090	1280
global route	530	760	33.6	6090	1150
finish	500	760	33.6	6090	1270
Power and IR drop assume default switching activity.
